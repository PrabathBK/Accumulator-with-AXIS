**flow/design.v**
```verilog
module count_sum #(parameter w = 3, parameter N = 5) (
    input  logic clk, rstn,
    input  logic s_valid, m_ready,
    input  logic [w-1:0] s_data,
    output logic m_valid, s_ready,
    output logic [1:0][6:0] m_data
);
    logic [2*w:0] sum;
    logic [3:0] count;
    logic [6:0] ones, tens;
    typedef enum logic [1:0] {
        IDLE,
        ACCUMULATE,
        CONVERT,
        OUTPUT
    } state_t;
    state_t state, next_state;
    always_ff @(posedge clk or negedge rstn) begin
        if (!rstn) begin
            state <= IDLE;
        end else begin
            state <= next_state;
        end
    end
    always_comb begin
        next_state = state;
        case (state)
            IDLE: begin
                if (s_valid && s_ready) begin
                    next_state = ACCUMULATE;
                end
            end
            ACCUMULATE: begin
                if (count == N-1) begin
                    next_state = CONVERT;
                end else if (s_valid && s_ready) begin
                    next_state = ACCUMULATE;
                end
            end
            CONVERT: begin
                next_state = OUTPUT;
            end
            OUTPUT: begin
                if (m_ready) begin
                    next_state = IDLE;
                end
            end
        endcase
    end
    always_ff @(posedge clk or negedge rstn) begin
        if (!rstn) begin
            sum <= 0;
            count <= 0;
        end else if (state == ACCUMULATE && s_valid && s_ready) begin
            sum <= sum + s_data;
            count <= count + 1;
        end else if (state == CONVERT) begin
            sum <= sum;  
            count <= 0;  
        end
    end
    always_ff @(posedge clk or negedge rstn) begin
        if (!rstn) begin
            ones <= 0;
            tens <= 0;
        end else if (state == CONVERT) begin
            ones <= sum % 10;
            tens <= sum / 10;
        end
    end
    always_ff @(posedge clk or negedge rstn) begin
        if (!rstn) begin
            m_data[0] <= 0;
            m_data[1] <= 0;
        end else if (state == OUTPUT) begin
            m_data[0] <= convert_to_7segment(ones);
            m_data[1] <= convert_to_7segment(tens);
        end
    end
    assign s_ready = (state == IDLE) || (state == ACCUMULATE);
    assign m_valid = (state == OUTPUT);
    function [6:0] convert_to_7segment;
        input [3:0] digit;
        case (digit)
            4'd0: convert_to_7segment = 7'b0111111;
            4'd1: convert_to_7segment = 7'b0000110;
            4'd2: convert_to_7segment = 7'b1011011;
            4'd3: convert_to_7segment = 7'b1001111;
            4'd4: convert_to_7segment = 7'b1100110;
            4'd5: convert_to_7segment = 7'b1101101;
            4'd6: convert_to_7segment = 7'b1111101;
            4'd7: convert_to_7segment = 7'b0000111;
            4'd8: convert_to_7segment = 7'b1111111;
            4'd9: convert_to_7segment = 7'b1101111;
            default: convert_to_7segment = 7'b0000000;
        endcase
    endfunction
endmodule
```
**flow/run.sh**
```bash
#!/bin/bash
# OpenROAD 26Q1-2900-gdf79404cd8, Yosys 0.63+post, stock flow scripts
make -C /OpenROAD-flow-scripts/flow DESIGN_CONFIG=/design/flow/config.mk WORK_HOME=/design/flow/orfs finish
```
**flow/config.mk**
```make
export PLATFORM = sky130hd
export DESIGN_NAME = count_sum
export DESIGN_NICKNAME = count_sum
export VERILOG_FILES = /design/flow/design.v
export SDC_FILE = /design/flow/constraint.sdc
export NUM_CORES = 4
export LEC_CHECK = 1
export CORE_UTILIZATION = 40
export SYNTH_HDL_FRONTEND = slang
```
**flow/constraint.sdc**
```tcl
current_design count_sum

set clk_period 3.8
set clk_io_pct 0.2

create_clock -name clk0 -period $clk_period [get_ports {clk}]

set non_clock_inputs [all_inputs -no_clocks]
set_input_delay [expr $clk_period * $clk_io_pct] -clock clk0 $non_clock_inputs
set_output_delay [expr $clk_period * $clk_io_pct] -clock clk0 [all_outputs]
```
==> Slide: Implementation Results <==
Synthesis and Place & Route Summary

Placement
  • Gpl congestion: 0.901
  • Final HPWL from detailed placement: 3470 µm
  • Quantity of I/O buffers inserted on ports: 22

Final timing
  • Final worst hold slack: 0.509 ns
  • Hold Fails Final Rpt: 0
  • Unrepaired setup endpoints after global routing: no
  • Maximum clock rate: 326 MHz
  • Relative slew slack: 50.9%
  • Clock skew after layout: 0.0125 ns
  • Setup Viol. Count Final: 0
  • Worst-Margin Slew: 0.737 ns
  • Time the worst path needs with I/O delays and setup: 3.07 ns
  • Final period utilization: 80.8%
  • Sum Neg Setup Slack: 0 ns
  • Total count of max-transition violations in the final report: 0

Synthesis
  • Per-instance average area after synthesis: 8.71 µm²
  • Number of distinct library cells after synthesis: 59
  • Most frequently used flop master after synthesis: dfrtp_1
  • Synthesis warning total: 0
  • Fraction of registers with async set or reset after synthesis: 100%
  • Number of flops mapped to enable cells by yosys: 0
  • Cell area after synthesis: 0.00253 mm²
  • Cells after synthesis: 290
  • Chip area estimate from yosys synthesis: 0.00253 mm²
  • Register share after synthesis: 36.7%
  • Cell count in the Yosys report: 290
  • Number of synthesized register bits: 37

Clock tree
  • Clock insertion delay at the later pin of the skew report: 0.29 ns
  • Cell at the root of the clock tree: clkbuf_8
  • Maximum buffer depth of the clock tree: 2
  • Total setup buffers inserted after CTS: 0
  • Clk pin slew, worst setup/hold paths: 0.07 ns
  • H-tree levels: 2
  • Number of buffers inserted for hold repair after clock tree synthesis: 0
  • Sink Count: 37
  • Inserted Clock Buffers: 5
  • CTS tree: built
  • Resized cells post-CTS: 0

Flow run
  • Number of warning messages in the logs: 36
  • Max Cap Violations: 0

Layout
  • Share of layout cells above drive strength 1: 8.14%
  • Most frequent logic cell in the layout: dfrtp_1
  • Most frequent logic cells in the routed design: dfrtp_1, nor2_1, inv_1, nand2_1, o21ai_0
  • Area growth from synthesis to layout: 12.8%

Detailed routing
  • Aggregate routed wire length: 5030 µm
  • Met2 Routed Length: 2100 µm
  • Vias per Instance: 5.34
  • Iteration-0 DRC count of the detailed router: 64
  • Post-route ant nets: 0
  • Routed wl met3: 232 µm
  • Top sig layer: met4
  • Met1 Wirelength: 2630 µm
  • Drt drc: 0
  • Via Count: 2,040
  • Antenna cell count: 0
  • Average routed wire per standard cell: 13.2 µm
  • DRT Pass-1 Iters: 4

Floorplan
  • Floorplan core area: 0.00599 mm²
  • Placement Rows: 28
  • Floorplan die height: 81.5 µm
  • Width of the die: 81.5 µm
  • Floorplan Utilization: 42.2%
  • Num ports: 23
  • Area of the die: 0.00664 mm²

Critical path
  • Critical path launch point type: register
  • Kind of capture point of the worst setup path: register
  • Endpoint required time on the critical path: 3.98 ns
  • Maximum net fanout on the critical path: 18
  • R2R cell count: 10
  • Crit path kind: register to register
  • Capture instance of the worst register-to-register path: ones[2]
  • Arrival @ worst endpoint: 3.25 ns
  • Minimum setup slack among reg-to-reg paths: 0.73 ns
  • Crit Reg-Reg Startpoint: sum[4]

Outcome
  • Run status: finished, final reports clean

Global routing
  • Global-route wire length before repair: 8940 µm
  • Global-route usage over all layers: 17.4%
  • Maximum number of pins on one net before global-route repair: 38
  • Leftover overflow at the end of global routing: 0
  • Vias in the first global route: 1,847
  • Antenna violations before repair: 0

Hold path
  • Worst min-delay path endpoint: state[0]
  • Worst hold start: state[0]
  • Type of the most critical hold path: register to register
  • Hold path cells: 2

Power
  • Clock power frac: 10.5%
  • Sw Ratio: 45.7%
  • Internal: 1390 µW
  • Share of power burned in registers: 32.7%
  • Psw: 1170 µW
  • Lkg Pwr: 0.00125 µW
  • Combinational power share: 56.8%
  • Power Dens Cells: 900 mW/mm²
  • Maximum vdd drop: 0.444 mV
sequential cells by signal, summed over array words and instances, names as in the netlist:
signal  count
sum         7
ones        4
tens        4
state       4
count       4
m_data     14
worst max-delay path, cell delays in order, from the launching register on:
cell      delay, ns
dfrtp_1        0.60
nor2_1         0.37
inv_1          0.09
ha_1           0.36
nand2b_1       0.26
o21bai_1       0.20
o41ai_2        0.14
nor3_1         0.35
o311ai_1       0.22
a211oi_1       0.29
o31ai_2        0.09
metrics by stage:
stage / utilization (%) / setup slack, ns / std cells / instance area (µm²) / power [µW]
2_1_floorplan: - / 1.25 / 290 / 2530 / 1930
3_3_place_gp: 46.2 / 0.920 / 374 / 2770 / 2300
3_5_place_dp: 46.2 / 0.765 / 374 / 2770 / 2290
4_1_cts: 47.6 / 0.751 / 382 / 2850 / 2580
5_1_grt: 47.6 / 0.457 / 382 / 2850 / 2850
6_report: 47.6 / 0.730 / 382 / 2850 / 2570
kinds of logic (layout without fill, tap and decap cells):
group / count (synthesis) / in the layout / synth area share (%)
AND/OR/NAND/NOR: 86 / 86 / 16.7
flip-flops: 37 / 37 / 36.7
adder cells (fa/ha/maj): 20 / 20 / 10.2
multiplexers: 3 / 3 / 1.24
buffers and inverters: 46 / 63 / 7.97
XOR/XNOR: 8 / 8 / 2.77
AND-OR/OR-AND: 90 / 90 / 24.5
cells in the mapped netlist (2+ instances only):
cell,number,area [µm²]
a211oi_1,2,15.0
a21o_1,3,22.5
a21oi_1,24,120
a22oi_1,4,30.0
a31oi_1,3,18.8
and2_1,2,12.5
and3_1,2,12.5
buf_2,2,10.0
buf_4,3,22.5
buf_6,2,22.5
clkbuf_1,7,26.3
dfrtp_1,36,901
ha_1,18,225
inv_1,30,113
mux2i_1,2,20.0
nand2_1,26,97.6
nand2b_1,4,25.0
nand3_1,3,15.0
nand3b_1,2,15.0
nor2_1,32,120
nor2b_1,3,18.8
nor2b_4,2,27.5
nor3_1,3,15.0
nor4_1,2,12.5
o2111ai_1,2,17.5
o211ai_1,4,30.0
o21ai_0,25,125
o22ai_1,3,18.8
o311ai_0,2,17.5
o31ai_1,2,15.0
xnor2_1,5,43.8
xor2_1,3,26.3
how the worst max path moves through the flow:
stage	from	endpoint	cells after the start	slack (ns)
final	sum[4]	ones[2]	10	0.73
after global routing	sum[4]	ones[2]	10	0.46
after CTS	sum[4]	ones[2]	10	0.75
power groups by stage:
stage | Sequential, µW | Clock, µW | Combinational (µW)
CTS | 839 | 283 | 1460
global route | 881 | 307 | 1660
finish | 838 | 269 | 1460
layout make-up:
type | count | area, µm²
fill | 573 | 3140
multi-input combinational | 207 | 1400
sequential | 37 | 927
timing repair buffer | 24 | 230
inverter | 31 | 116
tap | 75 | 93.8
clock buffer | 7 | 76.3
clock inverter | 1 | 8.76
routing by layer:
layer  global-route usage [%]  vias to the layer above
li1                         -                     1046
met1                     28.6                      941
met2                     25.1                       46
met3                     2.82                        7
met4                     2.14                        0
met5                        0                        -
Power figures rest on the tool's default switching activity, not on a simulated workload.
