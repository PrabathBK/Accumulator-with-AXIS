<file path="flow/constraint.sdc">
current_design SSAccumulator_axis

set clk_period 7.8
set clk_io_pct 0.2

create_clock -name clk0 -period $clk_period [get_ports {clk}]

set non_clock_inputs [all_inputs -no_clocks]
set_input_delay [expr $clk_period * $clk_io_pct] -clock clk0 $non_clock_inputs
set_output_delay [expr $clk_period * $clk_io_pct] -clock clk0 [all_outputs]
</file>
<file path="flow/design.v">
module SSAccumulator_axis #(parameter WIDTH=3, NO_OF_STEPS=10)(
    input logic clk,rstn,
    input logic s_valid,
    output logic s_ready,
    input logic [WIDTH-1:0] s_data,
    input logic m_ready,
    output logic m_valid,
    output logic [1:0][7-1:0] m_data
);
logic [$clog2(NO_OF_STEPS)-1:0] count,count_next;
assign count_next=(count== NO_OF_STEPS-1)?  0 : count+1;  
logic stop,en;
assign stop= (m_valid && !m_ready)? 1:0;
assign en = ~stop;
always_ff @( posedge clk or negedge rstn )
    if (~rstn)                  count <='0;
    else if (en && s_valid)     count <= count_next;
localparam W_SUM =WIDTH + $clog2(NO_OF_STEPS) ;
logic [W_SUM-1:0] sum;
always_ff @( posedge clk  )  
if (en)
    if      (count ==0)   sum <= s_data;
    else if (s_valid)     sum <= sum + s_data;  
logic [$clog2(10)-1:0] ones,tens;
assign ones = sum %10;
assign tens = sum /10;
logic [7-1:0] seven_segment_LUT [0:9] = {
    7'b011_1111,  
    7'b010_0110,  
    7'b101_1011,  
    7'b100_1111,  
    7'b110_0110,  
    7'b110_1101,  
    7'b111_1101,  
    7'b000_0111,  
    7'b111_1111,  
    7'b110_1111  
};
assign m_data ={ seven_segment_LUT[tens],seven_segment_LUT[ones]};
always_ff @(posedge clk or negedge rstn) begin
    if      (~rstn              )   m_valid <= 0;
    else if (m_ready || !m_valid)   m_valid <= (count == NO_OF_STEPS -1);
end
assign s_ready = en;
endmodule
</file>
<file path="flow/run.sh">
#!/bin/bash
# OpenROAD 26Q1-2900-gdf79404cd8, Yosys 0.63+post, stock flow scripts
make -C /OpenROAD-flow-scripts/flow DESIGN_CONFIG=/design/flow/config.mk WORK_HOME=/design/flow/orfs finish
</file>
<file path="flow/config.mk">
export PLATFORM = sky130hd
export DESIGN_NAME = SSAccumulator_axis
export DESIGN_NICKNAME = SSAccumulator_axis
export VERILOG_FILES = /design/flow/design.v
export SDC_FILE = /design/flow/constraint.sdc
export NUM_CORES = 4
export LEC_CHECK = 1
export CORE_AREA = 10 10 108 108
export DIE_AREA = 0 0 118 118
export SYNTH_HDL_FRONTEND = slang
</file>
==> results.cfg <==
; yosys + openroad results
[status]
status = finished, final reports clean

[yosys]
synth-xor-area-share_pct = 3.46
synth.area.top_cells = ha_1 (11%), edfxtp_1 (10%), dfrtp_1 (6.2%), o21ai_0 (4.7%), nand2_1 (3.7%)
top_cell = nand2_1
synthSimpleGateAreaFrac_pct = 28.0
ys_warn_count = 0
top_area_cell = ha_1
synthAoiAreaFrac_pct = 30.8
flop_cell = edfxtp_1
ys_sh_adder_pct = 12.0
edf_count = 7
top_cells_by_count = nand2_1 (20), o21ai_0 (19), ha_1 (17)
synthTopLogicFamily = AND-OR/OR-AND gates
ys_chip_area_um2 = 2030
ys_ff = 12
muxShareOfSynthArea_pct = 2.35
synthArstFlopShare_pct = 41.7
syn-mean-instance-area_um2 = 8.23
yosysUniqueCellTypes = 73
yosysCellCount = 246
syn_area_um2 = 2030
top_area_share_pct = 10.5
syn_inst = 246
ys_seq_share_pct = 16.6

[critical_path]
reg2reg_from = sum[1]$_DFFE_PP_
critPathRequiredTime_ns = 6.24
end_kind = output port
r2r-end = sum[6]$_SDFFCE_PP0P_
cp-start-kind = flop
r2r_slack_ns = 5.28
path_max_fanout = 26
crit_type = flop to output port
cp.arrival_ns = 4.76
rr_worst_depth = 6

[placement]
dpl_cell_area_um2 = 2340
place_congestion = 0.920
dp_hpwl_mm = 3.79
port_buffers = 22

[floorplan]
die_w_um = 118
ios = 23
core_area_um2 = 9280
die-height_um = 118
row_count = 35
core_util_floorplan_pct = 21.8
chipArea_um2 = 13900

[route]
route.antenna.remaining_nets = 0
routedWlPerCell_um = 12.5
vias_per_cell = 4.74
drcViolationCount = 0
routed_wl_mm = 4.90
antenna_cells = 0
vias = 1854
first_iter_violations = 271
firstDrtPassIters = 4

[clock_tree]
cts-htree-levels = 1
clock_latency_ns = 0.24
cts-resized-gates = 0
cts_buffer_depth = 2
cts_made_buffers = 3
root_buffer = clkbuf_8
cts_tree = done
cts.reportedPaths.clkPinSlew_ns = 0.05
postCtsSetupRepairBufs = 0
cts_sinks = 12
cts_hold_buffers = 0

[layout]
num-fill-cells = 1025
drive_gt1_share_pct = 11.1
logic_area_um2 = 1550
final_util_pct = 25.8
regArea_um2 = 335
fin_area_um2 = 2400
syn_to_final_growth_pct = 18.3

[flow_run]
tool_warnings = 35
max_cap_violations = 0

[global_route]
grt_overflow_total = 0
antenna_found_initial = 0
grt_pass1_vias = 1692
grt_pass1_wl_mm = 8.21
grt_usage_pct = 6.66
grt_start_max_net_pins = 30

[hold_path]
min_from = count[2]$_DFFE_PN0P_
min_path_type = flop to flop
holdPathStages = 1
min_delay_worst_endpoint = count[2]$_DFFE_PN0P_

[final_timing]
fmaxAchievable_mhz = 158
rsz0062_at_grt = no
fin_setup_tns_ns = 0
hold_violations = 0
finalClockPeriodUsage_pct = 81.0
fin_skew_ns = 0.00233
fin_crit_ns = 6.32
slew_headroom_pct = 45.5
worst_slew_pin_slew_ns = 0.817
worst_hold_slack_ns = 0.554
setup_violations = 0
slew_violations = 0
[critical path, cell delays in order (launching register included)]
cell and delay, ns:
edfxtp_1 0.88, nor2_1 0.21, inv_1 0.13, ha_1 0.33
nor2b_1 0.47, o21ai_0 0.14, a21oi_1 0.22, a211o_1 0.27
and2_1 0.19, o211ai_2 0.20, xnor2_1 0.37, ha_1 0.24
and2_1 0.14, a22oi_1 0.06, o211a_1 0.25, clkdlybuf4s50_1 0.41
[cells in the final DEF (no fill, tap or decap), types with 3 or more instances in the layout]
master / Yosys / layout
clkdlybuf4s50_1: 0 / 22
nand2_1: 20 / 20
o21ai_0: 19 / 19
ha_1: 17 / 17
inv_1: 13 / 13
a21oi_1: 13 / 13
nor2_1: 12 / 12
nor2b_1: 8 / 8
nand2b_1: 7 / 7
nand3_1: 7 / 7
edfxtp_1: 7 / 7
nand3b_1: 6 / 6
a31oi_1: 5 / 5
xnor2_1: 5 / 5
dfrtp_1: 5 / 5
and2_1: 4 / 4
nor3_1: 4 / 4
o211ai_1: 4 / 4
clkbuf_8: 0 / 4
o21a_1: 3 / 3
a211oi_1: 3 / 3
or3_1: 3 / 3
nor3b_1: 3 / 3
xor2_1: 3 / 3
a21o_1: 3 / 3
[through the flow]
step | std cells | setup WS [ns]
after CTS | 391 | 1.53
after detailed placement | 387 | 1.82
after global routing | 391 | 1.13
final | 391 | 1.48
after global placement | 387 | 1.95
after floorplan | 246 | 2.92
[final cells by class]
type	instances	share of cell area, %
Inverter	15	2.35
Timing Repair Buffer	24	9.82
Multi-Input combinational cell	207	64.8
Tap cell	129	6.74
Sequential cell	12	14.0
Clock buffer	4	2.30
[how the worst max path moves through the flow]
stage	start	end	slack [ns]	cells past startpoint
finish	sum[4]$_SDFFCE_PP0P_	m_data[5]	1.48	15
global route	sum[4]$_SDFFCE_PP0P_	m_data[5]	1.13	15
CTS	sum[4]$_SDFFCE_PP0P_	m_data[5]	1.53	15
[logic make-up (layout without fill, tap and decap cells)]
group / after synthesis / after routing
adders and majority gates: 19 / 19
xor gates and xnor gates: 8 / 8
buffers and inverters: 27 / 43
AOI/OAI and AO/OA: 82 / 82
DFF: 12 / 12
and+or+nand+nor: 94 / 94
muxes: 4 / 4
[flip-flops by register name (all words and copies together) (netlist names)]
register	flops
sum	7
count	4
m_valid	1
[routing by layer]
metal	track usage (%)	share of wire (%)	vias to the layer above
met5	0	0	-
met4	0.850	0.90	0
met3	0.875	4.8	4
met2	10.7	45	41
met1	9.55	49	850
li1	-	-	959
