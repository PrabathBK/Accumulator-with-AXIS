[flow/run.sh]
#!/bin/bash
# OpenROAD 26Q1-2900-gdf79404cd8, Yosys 0.63+post, stock flow scripts
make -C /OpenROAD-flow-scripts/flow DESIGN_CONFIG=/design/flow/config.mk WORK_HOME=/design/flow/orfs finish
[flow/config.mk]
export PLATFORM = sky130hd
export DESIGN_NAME = SSAccumulator
export DESIGN_NICKNAME = SSAccumulator
export VERILOG_FILES = /design/flow/design.v
export SDC_FILE = /design/flow/constraint.sdc
export NUM_CORES = 4
export LEC_CHECK = 1
export CORE_AREA = 10 10 81 81
export DIE_AREA = 0 0 91 91
export SYNTH_HDL_FRONTEND = slang
[flow/constraint.sdc]
current_design SSAccumulator

set clk_period 4.4
set clk_io_pct 0.2

create_clock -name clk0 -period $clk_period [get_ports {clk}]

set non_clock_inputs [all_inputs -no_clocks]
set_input_delay [expr $clk_period * $clk_io_pct] -clock clk0 $non_clock_inputs
set_output_delay [expr $clk_period * $clk_io_pct] -clock clk0 [all_outputs]
[flow/design.v]
module SSAccumulator #(parameter WIDTH=3, NO_OF_STEPS=10)(
    input logic clk,rstn,
    input logic [WIDTH-1:0] s_data,
    output logic [1:0][7-1:0] m_data
);
logic [$clog2(NO_OF_STEPS)-1:0] count,count_next;
assign count_next=(count== NO_OF_STEPS-1)?  0 : count+1;  
always_ff @( posedge clk or negedge rstn )
    if (~rstn)  count <='0;
    else        count <= count_next;
localparam W_SUM =WIDTH + $clog2(NO_OF_STEPS) ;
logic [W_SUM-1:0] sum;
always_ff @( posedge clk  )  
    if (count ==0) sum <= s_data;
    else                sum <= sum + s_data;  
logic [$clog2(10)-1:0] ones,tens;
assign ones = sum %10;
assign tens = sum /10;
logic [7-1:0] seven_segment_LUT [0:9] = {
    7'b011_1111,  
    7'b010_0110,  
    7'b101_1011,  
    7'b100_1111,  
    7'b110_0110,  
    7'b110_1101,  
    7'b111_1101,  
    7'b000_0111,  
    7'b111_1111,  
    7'b110_1111  
};
assign m_data ={ seven_segment_LUT[tens],seven_segment_LUT[ones]};
endmodule
==> run notes <==
### Floorplan
• **Die ar.** 0.00828 mm^2
• **Die Span X** 91 um
• **chip height** 91 um
• **placement row count** 25
• **Core Density at Floorplan** 32.8%
• **I/O pin count** 19
• **Placeable Area** 0.00482 mm^2

### Final timing
• **Final setup violation count** 0
• **min Tclk post-route** 4.25 ns
• **hold slack final** 0.498 ns
• **worst clock skew on the final layout** 0.000238 ns
• **final-report max-slew violation count** 0
• **peak clock frequency supported by timing** 235 MHz
• **max_slew headroom** 52.1%
• **transition time of the tightest slew-check pin** 0.709 ns
• **unrepaired setup endpoints after global routing** no
• **post-route worst setup slack** 0.147 ns
• **Tcrit/Tclk final** 96.7%
• **Final Hold Vio Count** 0
• **Setup TNS Final** 0 ns

### Synthesis
• **number of enable flip-flop cells** 0
• **fraction of registers with async set or reset after synthesis** 36.4%
• **YS warnings** 0
• **top area contributor share** 13.5%
• **mean post-synth cell area** 7.93 um^2
• **Yosys reg bits** 11
• **count of different cell masters after synthesis** 62
• **post-synthesis cell type with the largest combined area** sky130_fd_sc_hd__ha_1
• **# Cells Yosys** 199
• **sequential area share after synthesis** 15.2%
• **Yosys chip area** 0.00158 mm^2
• **Largest cells by area** sky130_fd_sc_hd__ha_1 (13%), sky130_fd_sc_hd__dfxtp_1 (8.9%), sky130_fd_sc_hd__dfrtp_1 (6.3%)
• **Main synth FF type** sky130_fd_sc_hd__dfxtp_1
• **post-synthesis cell area** 0.00158 mm^2
• **synthesized instance count** 199

### Clocking
• **number of H-tree levels** 1
• **clock sink count** 11
• **clock latency on the worst-skew pair** 0.23 ns
• **clock tree from TritonCTS** done
• **buffers from clock root to sink, at most** 2
• **master cell of the clock root buffer** sky130_fd_sc_hd__clkbuf_8
• **clock-pin slew on the worst setup and hold paths** 0.05 ns
• **count of hold-fix buffers inserted at cts** 0
• **number of buffers added by the clock tree synthesis step** 3

### Detailed routing
• **DRC violation count after routing** 0
• **via density per instance** 5.11
• **detailed-router iteration count before antenna repair** 4
• **number of vias after detailed routing** 1553
• **post-route antenna net violation count** 0
• **aggregate routed wire length** 3770 um
• **Initial DRC Count** 128
• **Avg WL per Cell** 12.4 um
• **number of diodes** 0

### Cells and area
• **area taken by multi-input logic gates** 0.00131 mm^2
• **fraction of final layout cells with drive strength greater than 1** 26.6%
• **Area growth syn-to-layout** 34.1%
• **Storage cell area** 243 um^2
• **Finished Core Util** 43.9%
• **fillers** 489
• **post-layout instance area** 0.00212 mm^2

### Setup path
• **data required time at the worst endpoint** 3.52 ns
• **startpoint kind of the worst setup timing path** flip-flop
• **top fanout value on the critical path** 6
• **arrival time worst endpoint** 3.37 ns
• **class of the most critical setup path** flip-flop to output pin
• **kind of end point of the critical path** output pin

### Placed design
• **last weighted congestion value of the routability-driven placer** 0.873
• **setup slack after placement** -0.144 ns
• **dpl cell area** 0.00195 mm^2
• **half-perimeter wire length of the detailed placement result** 2820 um
• **input/output buffers** 18

### Global routing
• **met2 Usage GRT** 14.6%
• **total congestion overflow** 0
• **maximum number of pins on one net before global-route repair** 22
• **initial antenna violation count** 0
• **most utilized layer in the global route result** met2
• **GR Layer Usage met3** 2.07%
• **GR Util met1** 12.1%
• **Total Routing Usage GR** 8.85%
• **number of global-route vias before repair** 1436
• **first-pass GRT wire length** 6480 um

### Run
• **tally of OpenROAD warnings** 35
• **max cap viols** 0

### Run status
• **status** finished, final reports clean

### Worst hold path
• **worst min-delay path class** flip-flop to flip-flop

==> cells by family after synthesis <==
kind of cell / synth area share, %
xor gates and xnor gates: 3.33
adders and majority gates: 15.4
muxes: 2.61
AOI/OAI and AO/OA: 30.0
and+or+nand+nor: 25.7
buffers and inverters: 7.76
DFF: 15.2
==> cell type report <==
cell class              instances  share of cell area, %
inverters                      14                   2.48
multi-input cells             163                   62.0
flip-flops and latches         11                   11.5
repair buffers                 45                   18.0
clock buffers                   4                   2.13
well taps                      67                   3.96
==> layer usage <==
layer  wire length (um)  share of wire, %
met5                  0                 0
met3                139               3.7
met4                 30              0.80
met1               1830                49
met2               1770                47
==> state kept, by name, summed over array words and instances (netlist names) <==
name,flops
count,4
sum,7
==> layout by cell type, fill, tap and decap left out, types with 3 or more instances in the layout <==
cell,netlist,routed
sky130_fd_sc_hd__clkdlybuf4s50_1,0,13
sky130_fd_sc_hd__nor2b_1,6,5
sky130_fd_sc_hd__nand2b_1,6,6
sky130_fd_sc_hd__a31oi_1,6,5
sky130_fd_sc_hd__nand3_1,3,3
sky130_fd_sc_hd__dfrtp_1,4,4
sky130_fd_sc_hd__o21ai_0,15,14
sky130_fd_sc_hd__ha_4,0,3
sky130_fd_sc_hd__or3_1,3,3
sky130_fd_sc_hd__xnor2_1,4,3
sky130_fd_sc_hd__inv_1,14,12
sky130_fd_sc_hd__dlygate4sd2_1,0,3
sky130_fd_sc_hd__clkbuf_8,0,3
sky130_fd_sc_hd__ha_1,17,14
sky130_fd_sc_hd__nor2_1,14,13
sky130_fd_sc_hd__a21oi_1,11,11
sky130_fd_sc_hd__dfxtp_1,7,5
sky130_fd_sc_hd__buf_4,0,26
sky130_fd_sc_hd__mux2i_1,3,3
sky130_fd_sc_hd__nand2_1,20,20
==> timing repair <==
action                                  in CTS  in global routing
pin swaps                                    5                  5
gates resized                               13                 15
endpoints found under the setup margin       4                 13
buffers inserted                             2                  2
==> critical path: stages, from the launching register on <==
cell and delay [ns]:
sky130_fd_sc_hd__dfxtp_2 0.33, sky130_fd_sc_hd__nor2_4 0.11, sky130_fd_sc_hd__inv_2 0.05, sky130_fd_sc_hd__ha_4 0.29, sky130_fd_sc_hd__and4b_1 0.19, sky130_fd_sc_hd__a22o_1 0.23
sky130_fd_sc_hd__or2_1 0.26, sky130_fd_sc_hd__o31a_4 0.28, sky130_fd_sc_hd__a21boi_4 0.15, sky130_fd_sc_hd__xnor2_2 0.17, sky130_fd_sc_hd__inv_2 0.08, sky130_fd_sc_hd__ha_4 0.16
sky130_fd_sc_hd__and4bb_2 0.24, sky130_fd_sc_hd__a2111oi_4 0.25, sky130_fd_sc_hd__mux2i_1 0.10, sky130_fd_sc_hd__dlygate4sd2_1 0.25
==> final timing paths <==
kind | from | end | slack (ns) | cells after the start
max | sum[4]$_SDFF_PP0_ | m_data[4] | 0.15 | 15
max in group asynchronous | rstn | count[0]$_DFF_PN0_ | 3.39 | 1
max reg2reg | sum[1]$_DFF_P_ | sum[6]$_SDFF_PP0_ | 2.18 | 6
min reg2reg | count[2]$_DFF_PN0_ | count[2]$_DFF_PN0_ | 0.50 | 1
min in group asynchronous | rstn | count[1]$_DFF_PN0_ | 0.84 | 1
min | count[2]$_DFF_PN0_ | count[2]$_DFF_PN0_ | 0.50 | 1
==> cell usage after synthesis (3+ instances only) <==
master	count
sky130_fd_sc_hd__nand2_1	20
sky130_fd_sc_hd__ha_1	17
sky130_fd_sc_hd__o21ai_0	15
sky130_fd_sc_hd__inv_1	14
sky130_fd_sc_hd__nor2_1	14
sky130_fd_sc_hd__a21oi_1	11
sky130_fd_sc_hd__dfxtp_1	7
sky130_fd_sc_hd__a31oi_1	6
sky130_fd_sc_hd__nand2b_1	6
sky130_fd_sc_hd__nor2b_1	6
sky130_fd_sc_hd__buf_2	5
sky130_fd_sc_hd__dfrtp_1	4
sky130_fd_sc_hd__xnor2_1	4
sky130_fd_sc_hd__buf_6	3
sky130_fd_sc_hd__clkbuf_1	3
sky130_fd_sc_hd__mux2i_1	3
sky130_fd_sc_hd__nand3_1	3
sky130_fd_sc_hd__or3_1	3
==> stage by stage <==
step	instances
after CTS	302
after global routing	304
after global placement	296
final	304
after detailed placement	296
after floorplan	199
